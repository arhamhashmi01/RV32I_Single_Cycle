==> design/flow/design.v <==
module memory_pipe(
  input wire clk,
  input wire reg_write_in,
  input wire [1:0]  mem_reg_in,
  input wire [31:0] wrap_load_in,
  input wire [31:0] alu_res,
  input wire [31:0] next_sel_addr,
  input wire [31:0] instruction_in,
  input wire [31:0] pre_address_in,
  output wire reg_write_out,
  output wire [31:0] alu_res_out,
  output wire [1:0]  mem_reg_out,
  output wire [31:0] next_sel_address,
  output wire [31:0] wrap_load_out,
  output wire [31:0] instruction_out,
  output wire [31:0] pre_address_out
  );
  reg reg_write;
  reg [1:0]  mem_reg;
  reg [31:0] pre_address_pc;
  reg [31:0] alu_result , nextsel_addr , wrap_load , instruction;
  always @ (posedge clk) begin
    mem_reg        <= mem_reg_in;
    alu_result     <= alu_res;
    nextsel_addr   <= next_sel_addr;
    wrap_load      <= wrap_load_in;
    instruction    <= instruction_in;
    reg_write      <= reg_write_in;
    pre_address_pc <= pre_address_in;
  end
  assign reg_write_out    = reg_write;
  assign mem_reg_out      = mem_reg;
  assign alu_res_out      = alu_result;
  assign next_sel_address = nextsel_addr;
  assign wrap_load_out    = wrap_load;
  assign instruction_out  = instruction;
  assign pre_address_out  = pre_address_pc;
endmodule
==> design/flow/run.sh <==
#!/bin/bash
# OpenROAD 26Q1-2900-gdf79404cd8, Yosys 0.63+post, stock flow scripts
make -C /OpenROAD-flow-scripts/flow DESIGN_CONFIG=/design/flow/config.mk WORK_HOME=/design/flow/orfs finish
==> design/flow/config.mk <==
export PLATFORM = sky130hd
export DESIGN_NAME = memory_pipe
export DESIGN_NICKNAME = memory_pipe
export VERILOG_FILES = /design/flow/design.v
export SDC_FILE = /design/flow/constraint.sdc
export NUM_CORES = 4
export LEC_CHECK = 1
export CORE_AREA = 10 10 167 167
export DIE_AREA = 0 0 177 177
==> design/flow/constraint.sdc <==
current_design memory_pipe

set clk_period 1.0
set clk_io_pct 0.2

create_clock -name clk0 -period $clk_period [get_ports {clk}]

set non_clock_inputs [all_inputs -no_clocks]
set_input_delay [expr $clk_period * $clk_io_pct] -clock clk0 $non_clock_inputs
set_output_delay [expr $clk_period * $clk_io_pct] -clock clk0 [all_outputs]
==> impl_metrics.env <==
# source this file to load flow results
export IMPL_critPathLaunch="instruction[7]"
export IMPL_die_area_mm2=0.03133
export IMPL_min_path_cells=1
export IMPL_warning_count=27
export IMPL_cts_max_level=4
export IMPL_synthDistinctLibCells=1
export IMPL_grt_pass1_vias=2561
export IMPL_first_iter_violations=45
export IMPL_path_delay_family="flip-flops"
export IMPL_ff_type="dfxtp_1"
export IMPL_hold_path_end="pre_address_pc[15]"
export IMPL_route_met3_wl_um=1857
export IMPL_core_area_mm2=0.02432
export IMPL_path_cells="buf_2"
export IMPL_ys_area_mm2=0.003263
export IMPL_routed_wl_um=10950
export IMPL_cp_required_ns=0.80
export IMPL_fin_area_mm2=0.006696
export IMPL_ys_seq_share_pct=100.0
export IMPL_path_max_fanout=1
export IMPL_synthAdderAreaFrac_pct=0
export IMPL_fp_row_count=57
export IMPL_ys_sh_aoi_pct=0
export IMPL_port_buffers=326
export IMPL_dr_max_layer_used="met4"
export IMPL_yosys_stat_cells=163
export IMPL_grt_start_max_net_pins=17
export IMPL_hold_path_startpoint="pre_address_in[15]"
export IMPL_tightest_slew_ns=0.1738
export IMPL_max_vdd_ir_drop_uv=950.4
export IMPL_dp_hpwl_um=8811
export IMPL_dr_wl_met2_um=5242
export IMPL_cpPeakStageDelay_ns=0.31
export IMPL_outcome="finished, violations left"
export IMPL_cts_buffers=17
export IMPL_drc=0
export IMPL_initial_utilization_pct=13.42
export IMPL_layout_drive_gt1_share_pct=40.27
export IMPL_synth_flops=163
export IMPL_cts_tree="done"
export IMPL_setup_ws_ns=-0.02791
export IMPL_drt_vias_per_instance=2.828
export IMPL_rsz0062_at_grt="yes"
export IMPL_total_power_uw=14030
export IMPL_arrival_ns=0.83
export IMPL_gp_congestion=0.7091
export IMPL_p_leak_uw=0.002917
export IMPL_instances_no_fill=843
export IMPL_mux_share_pct=0
export IMPL_startpoint_type="register"
export IMPL_clkSlewWorstSetupHoldPaths_ns=0.07
export IMPL_hold_path_class="in -> reg"
export IMPL_grt_usage_pct=6.550
export IMPL_die_w_um=177
export IMPL_critPathSlowestCell="dfxtp_2"
export IMPL_fin_util_pct=27.54
export IMPL_fin_crit_ns=1.028
export IMPL_clockRootBuffer="clkbuf_16"
export IMPL_vias=2384
export IMPL_placedInstanceArea_mm2=0.006932
export IMPL_syn_area_per_cell_um2=20.02
export IMPL_period_used_pct=102.8
export IMPL_clockBufferDepth=2
export IMPL_antenna_found_initial=0
export IMPL_logic_area_um2=0
export IMPL_violations="negative setup slack"
export IMPL_netlist_instances=163
export IMPL_setup_violations=134
export IMPL_ys_top_cells_by_count="dfxtp_1 (163)"
export IMPL_final_antenna_net_count=0
export IMPL_drv_cap=0
export IMPL_top_cell="dfxtp_1"
export IMPL_dr_pass1_iters=2
export IMPL_fmax_mhz=972.8
export IMPL_cts_sinks=163
export IMPL_powerDensity_mw_per_mm2=2095
export IMPL_edf_count=0
export IMPL_synthesis_area_mm2=0.003263
export IMPL_placed_cells=813
export IMPL_async_flop_share_pct=0
export IMPL_cp_end_kind="output port"
export IMPL_synthSimpleGateAreaFrac_pct=0
export IMPL_fin_hold_ws_ns=0.2191
export IMPL_chipHeight_um=177
export IMPL_grt_pass1_wl_um=15760
export IMPL_ios=327
export IMPL_path_buffers=1
export IMPL_area_delta_synth_final_pct=105.2
export IMPL_topCellsByArea="dfxtp_1 (100%)"
export IMPL_slew_violations=0
export IMPL_slew_headroom_pct=88.41
export IMPL_wirelength_met1_um=3680
export IMPL_yosys_area_top_type_share_pct=100.0
export IMPL_hold_violations=0
export IMPL_wl_per_cell_um=12.98
export IMPL_antenna_cells=0
export IMPL_critPathKind="reg -> out"
export IMPL_comb_cells=0
export IMPL_grt_ovfl_total=0
export IMPL_ys_sh_xor_pct=0
export IMPL_synth_largest_area_cell="dfxtp_1"
export IMPL_yosys_warnings=1
through the flow:
step | TNS (ns) | setup slack (ns)
detailed placement | 0 | 0.01262
floorplan | 0 | 0.5385
CTS | -6.677 | -0.07126
global placement | 0 | 0.006886
global route | -9.461 | -0.08465
finish | -1.405 | -0.02791
logic make-up after synthesis:
kind of cell,Yosys count
flops,163
worst max-delay path by stage:
stage	endpoint	slack, ns	cells past startpoint
final	instruction_out[7]	-0.03	1
after global routing	alu_res_out[22]	-0.08	1
after CTS	instruction_out[7]	-0.07	1
power by group:
group / switching (uW) / internal (uW) / total [uW] / leakage (uW)
sequential: 63.5 / 6840 / 6910 / 0.00138
combinational: 142 / 759 / 901 / 0.00128
clock: 2770 / 3450 / 6220 / 0.000260
timing repair:
item	in CTS	in global routing
endpoints found under the setup margin	163	163
setup buffers	0	0
pin swaps	0	0
hold buffers	0	0
resized	520	12
hold endpoints to repair	0	0
cloned	0	0
cell usage in the layout, fill, tap and decap left out, drive strengths merged:
master,netlist,final
clkbuf,0,17
clkinv,0,4
clkdlybuf4s50,0,163
bufinv,0,1
dfxtp,163,163
inv,0,4
clkinvlp,0,4
buf,0,163
layer usage:
metal / vias to the layer above / GRT usage, %
li1: 1192 / -
met2: 169 / 10.29
met4: 0 / 1.191
met5: - / 0
met3: 7 / 5.222
met1: 1016 / 6.801
final cells by class:
class / count / area (um2)
fillers: 2531 / 17620
flip-flops and latches: 163 / 3283
repair buffers: 326 / 2454
clock buffers: 17 / 425.4
well taps: 324 / 405.4
clock inverters: 13 / 128.9
Power figures rest on the tool's default switching activity, not on a simulated workload.
