`flow/run.sh`:
```
#!/bin/bash
# OpenROAD 26Q1-2900-gdf79404cd8, Yosys 0.63+post, stock flow scripts
make -C /OpenROAD-flow-scripts/flow DESIGN_CONFIG=/design/flow/config.mk WORK_HOME=/design/flow/orfs finish
```
`flow/config.mk`:
```
export PLATFORM = sky130hd
export DESIGN_NAME = fetch_pipe
export DESIGN_NICKNAME = fetch_pipe
export VERILOG_FILES = /design/flow/design.v
export SDC_FILE = /design/flow/constraint.sdc
export NUM_CORES = 4
export LEC_CHECK = 1
export CORE_UTILIZATION = 40
```
`flow/constraint.sdc`:
```
current_design fetch_pipe

set clk_period 3.3
set clk_io_pct 0.2

create_clock -name clk0 -period $clk_period [get_ports {clk}]

set non_clock_inputs [all_inputs -no_clocks]
set_input_delay [expr $clk_period * $clk_io_pct] -clock clk0 $non_clock_inputs
set_output_delay [expr $clk_period * $clk_io_pct] -clock clk0 [all_outputs]
```
`flow/design.v`:
```
module fetch_pipe(
  input wire clk,
  input wire [31:0] pre_address_pc,
  input wire [31:0] instruction_fetch,
  input wire next_select,
  input wire branch_result,
  input wire load,
  output wire [31:0] pre_address_out,
  output wire [31:0] instruction
);
  reg [31:0] pre_address, instruc;
  reg flush_pipeline;
  always @ (posedge clk) begin
    if (next_select | branch_result) begin
      pre_address <= 32'b0;
      instruc <= 32'b0;
      flush_pipeline <= 1;  
    end 
    else begin
      if (flush_pipeline) begin
        pre_address <= 32'b0;
        instruc <= 32'b0;
        flush_pipeline <= 0;  
      end
      else if (load) begin
        pre_address <= pre_address_out;
        instruc <= instruction;
      end
      else begin
        pre_address <= pre_address_pc;
        instruc <= instruction_fetch;
      end
    end
  end
  assign pre_address_out = pre_address;
  assign instruction = instruc;
endmodule
```
==> summary.txt <==
Implementation status.

- The share of Yosys cell area claimed by the top area cell type is 0.563.
- The critical path startpoint category is a register.
- For the pin with the worst max-slew slack, the measured transition is between 0.6 and 0.7 ns.
- The cell depth of the worst flop-to-flop path is 3.
- The script extracted a total leakage power of 0.00154 uW.
- The area of the chip is 6090 um^2.
- Max-cap violations in this run came to 0.
- In the global route stage, overall resource usage came out at 0.175.
- The slowest stage cell on the critical path is sky130_fd_sc_hd__clkdlybuf4s50_1.
- The post-detailed-route wirelength per cell is 12.4 um.
- The cell at the root of the clock tree is sky130_fd_sc_hd__clkbuf_8.
- The maximum level of the CTS H-tree is 3.
- For this run, the share of the core covered by cells in the final layout is 0.684.
- The via count of the first global-routing pass came to approximately 1800.
- The site row count is 27.
- From synthesis to final layout, the design area changed by 64.1%.
- The core region is 5540 um^2.
- The post-synthesis instance area is 2310 um^2.
- The relative slew slack is 0.544.
- The CTS tree is built.
- Synthesis handed over a netlist of 209 instances.
- The starting DRC count in detailed routing is 48.
- Synthesis instantiated 8 different standard cells from the library.
- The number of buffers inserted to repair setup after CTS is 0.
- The biggest area contributor in the post-synthesis netlist is sky130_fd_sc_hd__dfxtp_1.
- The final critical path time including I/O delays and setup is 1.81 ns.
- The worst VDD IR drop from the latest analysis is 0.256 mV.
- The clock latency of the later-clocked register in the worst-skew pair is 0.32 ns.
- The wire length of the first global-routing pass is just over 8000 um.
- Per the gpl log, the routability congestion estimate is approximately 0.73.
- The via total after detailed routing is 1839.
- For this run, the detailed router reports a per-instance via density of between 4 and 5.
- For the worst min-delay path, the startpoint reported by OpenROAD is pre_address[24]$_SDFFE_PP0N_.
- The chip width is 78.0 um.
- The number of gates resized after cts is 0.
- The power density over cell area is 408 nW/um^2.
- The count of TritonRoute iterations in the first routing pass is 4.
- Listed in order, past its start point the critical path passes clkdlybuf4s50_1.
- Setup repair after global routing left no endpoint under its margin.
- The source of the worst register-to-register timing path is flush_pipeline$_DFF_P_.
- CTS reports a maximum clock tree buffer depth of 2.
- The final setup violation count is 0.
- The floorplan report gives the top-level pin count as 132.
- The part of the Yosys area used for sequential elements is 0.563.
- The pin count of the biggest net entering global routing is ~65.
- Along the critical path, the tally of buffer and inverter instances is 1.
- After detailed placement, the design holds a cell count of 401.
- OpenROAD emitted warnings numbering 26.
- STA puts the critical path data arrival time at ~1.2 ns.
- The critical path class is register to primary output.
- The residual overflow from global routing is 0.
- The number of nets with antenna violations after routing is 0.
- The worst min-delay path category is register to register.
- Looking at the critical path, the highest net fanout was 2.
- The share of the clock period used by the worst path after layout is 0.548.
- The longest incremental delay of any stage on the critical path is reported as approximately 0.49 ns.
- The fraction of the core area occupied by cells at floorplan is 0.417.
- The most common cell after layout, fill and taps aside is sky130_fd_sc_hd__clkdlybuf4s50_1.
- The critical path starts at instruc[17]$_SDFFE_PP0N_.
- After layout, the setup clock skew is reported as roughly 0.0042 ns.
- The final antenna diode tally reported by the flow is 0.
- The chip area line of the yosys report is 2310 um^2.
- The register-to-register path setup slack is 2.01 ns.
- The proportion of layout cells with a drive suffix above 1 is 0.0580.
- The number of remaining DRC errors is 0.
- In this design, the largest share of critical-path delay is due to buffers and inverters.
- The run finished with clean final reports.
- Counting flops and latches in the post-synthesis netlist gives around 65.
- The critical path endpoint has a required time of 2.64 ns.
- The total of warnings raised by yosys is 1.
- The end point of the critical path is instruction[17].
- The endpoint identified for the worst register-to-register timing path is instruc[4]$_SDFFE_PP0N_.
- The cell area after layout is 3790 um^2.
- The clock sink count is ~65.
- The vertical die dimension reported for this design is 78.0 um.
- The initial antenna violation count is 0.
- The clock-pin slew on the worst setup and hold paths is 0.06 ns.
- The final number of max-transition violations is 0.
- The maximum clock frequency is 553 MHz.
- In the layout the commonest cells are sky130_fd_sc_hd__clkdlybuf4s50_1, sky130_fd_sc_hd__dfxtp_1, sky130_fd_sc_hd__mux2i_1, sky130_fd_sc_hd__nor2_1, sky130_fd_sc_hd__clkbuf_8.
- Detailed placement ended at an HPWL of 3460 um.
- The placement stage leaves a total instance area of about 3600 um^2.
- The sum of negative setup slack is 0 ns.
- Hold-check failures listed in the final report amount to 0.
- After synthesis, the mean cell area works out to ~11 um^2.
- The post-cts hold buffer count is 0.
- The STA report counts the stages on the worst setup path as 1.
- The post-route non-filler standard cell count is approximately 420.
- The count of buffers inserted at the top-level ports is 131.
- The sort of element at the end of the critical path is a primary output.
- Wires add up to just over 5000 um.
- The CTS report gives the tree buffer count as 9.
- Ranked by total cell area, the synthesized netlist is headed by sky130_fd_sc_hd__dfxtp_1, sky130_fd_sc_hd__mux2i_1, sky130_fd_sc_hd__nor2_1.
- Yosys stat counts 209 cells in the synthesized netlist.
per-stage QoR:
| step | hold slack [ns] | worst slack, ns | total power (uW) |
|---|---|---|---|
| global placement | 0.472 | 1.17 | 980 |
| finish | 0.494 | 1.49 | 1550 |
| floorplan | 0.440 | 1.85 | 883 |
| global route | 0.510 | 1.40 | 1620 |
| detailed placement | 0.482 | 1.15 | 981 |
| CTS | 0.498 | 1.46 | 1570 |
tightest hold or removal path, stage by stage, from the launching register on:
cell and delay [ns]:
sky130_fd_sc_hd__dfxtp_1 0.32, sky130_fd_sc_hd__mux2i_1 0.06, sky130_fd_sc_hd__nor2_1 0.07
worst min path at each step:
stage / endpoint / depth (start not counted) / slack (ns)
finish: pre_address[24]$_SDFFE_PP0N_ / 2 / 0.49
global route: instruc[23]$_SDFFE_PP0N_ / 2 / 0.51
CTS: pre_address[16]$_SDFFE_PP0N_ / 2 / 0.50
kinds of logic (layout without fill, tap and decap cells):
family,Yosys count,in the layout,share of synthesized area
and+or+nand+nor,66,66,0.109
DFF,65,65,0.563
muxes,64,64,0.277
buffers and inverters,14,150,0.0504
metal layers:
layer | wire length, um | vias up | track usage
met5 | 0 | - | 0
met4 | 64 | 0 | 0.0296
met3 | 402 | 6 | 0.0484
met2 | 2350 | 65 | 0.279
met1 | 2350 | 818 | 0.250
li1 | - | 950 | -
power by group:
| group | total, uW | leakage [uW] | internal, uW | switching [uW] |
|---|---|---|---|---|
| logic | 165 | 0.000927 | 116 | 49.6 |
| clock network | 582 | 0.0000932 | 310 | 272 |
| registers | 798 | 0.000525 | 793 | 4.08 |
| total | 1550 | 0.00154 | 1220 | 326 |
synth_stat cells (all sizes together):
master  number
or2          1
mux2i       64
nor2        64
dfxtp       65
buf         14
or3          1
state kept, by name, indices dropped and copies added, names as in the netlist:
register	cells
flush_pipeline	1
instruc	32
pre_address	32
cell type report:
type	count	area [um^2]
fill	453	1750
timing repair buffer	134	1330
sequential	65	1300
multi-input combinational	130	895
clock buffer	13	159
tap	72	90.1
clock inverter	3	15.0
No activity file was given, so power comes from the tool's default toggle rates.
