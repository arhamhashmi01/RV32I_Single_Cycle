==> design/flow/design.v <==
module execute_pipe(
  input wire clk,
  input wire load_in,
  input wire store_in,
  input wire reg_write_in,
  input wire [31:0] opb_datain,
  input wire [31:0] alu_res,
  input wire [1:0] mem_reg_in,
  input wire [31:0] next_sel_addr,
  input wire [31:0] pre_address_in,
  input wire [31:0] instruction_in,
  output wire reg_write_out,
  output wire load_out,
  output wire store_out,
  output wire [31:0] opb_dataout,
  output wire [31:0] alu_res_out,
  output wire [1:0] mem_reg_out,
  output wire [31:0] next_sel_address,
  output wire [31:0] pre_address_out,
  output wire [31:0] instruction_out
  );
  reg load , store , reg_write;
  reg [1:0] mem_reg;
  reg [31:0] alu_result , nextsel_addr;
  reg [31:0] pre_address , instruction , opb_data;
  always @ (posedge clk) begin
    load <= load_in;
    store <= store_in;
    mem_reg <= mem_reg_in;
    opb_data <= opb_datain;
    pre_address <= pre_address_in;
    instruction <= instruction_in;
    alu_result <= alu_res;
    nextsel_addr <= next_sel_addr;
    reg_write <= reg_write_in;
  end
  assign reg_write_out = reg_write;
  assign load_out = load;
  assign store_out = store;
  assign mem_reg_out = mem_reg;
  assign opb_dataout = opb_data;
  assign alu_res_out = alu_result;
  assign pre_address_out = pre_address;
  assign instruction_out = instruction;
  assign next_sel_address = nextsel_addr;
endmodule
==> design/flow/run.sh <==
#!/bin/bash
# OpenROAD 26Q1-2900-gdf79404cd8, Yosys 0.63+post, stock flow scripts
make -C /OpenROAD-flow-scripts/flow DESIGN_CONFIG=/design/flow/config.mk WORK_HOME=/design/flow/orfs finish
==> design/flow/config.mk <==
export PLATFORM = sky130hd
export DESIGN_NAME = execute_pipe
export DESIGN_NICKNAME = execute_pipe
export VERILOG_FILES = /design/flow/design.v
export SDC_FILE = /design/flow/constraint.sdc
export NUM_CORES = 4
export LEC_CHECK = 1
export CORE_AREA = 10 10 151 151
export DIE_AREA = 0 0 161 161
==> design/flow/constraint.sdc <==
current_design execute_pipe

set clk_period 1.0
set clk_io_pct 0.2

create_clock -name clk0 -period $clk_period [get_ports {clk}]

set non_clock_inputs [all_inputs -no_clocks]
set_input_delay [expr $clk_period * $clk_io_pct] -clock clk0 $non_clock_inputs
set_output_delay [expr $clk_period * $clk_io_pct] -clock clk0 [all_outputs]
==> flow_summary.toml <==
# flow metrics
[placed_design]
place_congestion = 0.749
post-place-ws_ns = -0.0747
hpwlAfterDp_um = 10300
placed_area_um2 = 6940
io_buffers = 330

[detailed_routing]
wl_per_cell_um = 15.3
drt_iter0_drc = 41
ant_nets = 0
wirelength_um = 12100
dr_total_vias = 2450
n_antenna_cell = 0
firstDrtPassIters = 3
drc = 0
viasPerCell = 3.10

[cts]
clk_pin_slew_worst_paths_ns = 0.06
root_buffer = "clkbuf_16"
cts-htree-levels = 4
ctsHoldBuffers = 0
numCtsBuffers = 17
post_cts_buffers = 0
cts_buffer_depth = 2
cts_tree = "built"
clock_sinks = 165

[final_layout]
n_fill_cell = 1953
drive_gt1_share_pct = 41.4
final_cell_area_um2 = 6740
nMultiInputCombCells = 0
mi_logic_area_um2 = 0
area_delta_synth_final_pct = 104

[synth]
synthCells = 165
synth_cell_types = 1
ys_area_um2 = 3300
area_leaders = "dfxtp_1 100%"
synth_flops = 165
avgSynthCellArea_um2 = 20.0
ys_cells = 165
ys.warnings.count = 1
synth.cell_area_um2 = 3300
yosysTopAreaCellShare_pct = 100
ys_seq_share_pct = 100
yosys.area.top_type = "dfxtp_1"

[floorplan]
pin_count = 331
row_count = 51
chipArea_um2 = 25900
coreArea_um2 = 19500
fp_util_pct = 16.9
dieHeight_um = 161
die_w_um = 161

[status]
violations = "setup timing"
status = "complete, but fails checks"

[power]
switching_share_pct = 19.9
clockPowerShare_pct = 44.2
vdd_drop_max_v = 0.00101
internal_power_uw = 11400
p_seq_share_pct = 49.2
p_comb_share_pct = 6.6
switchingPower_uw = 2840
leakage_uw = 0.00296
finalPower_uw = 14200
powerDensity_nw_per_um2 = 2110

[critical_path]
cp-end-kind = "output pin"
cp.buffers_inverters = 1
critPathKind = "flip-flop to output pin"
start_kind = "flip-flop"
crit_path_max_incr_delay_ns = 0.31
worst-path-max-fanout = 1
arrival_ns = 0.84
slowest_stage = "dfxtp_1"
crit_chain = "buf_2"
worstPathRequired_ns = 0.80
path_delay_family = "flip-flops"

[timing]
fin_crit_sh_pct = 104
hold_viol_final = 0
setup_slack_ns = -0.0438
finalMaxSlewViolations = 0
hold-worst-slack_ns = 0.220
grt_setup_unrepaired = "true"
fmax_mhz = 958
setup_viol = 149
max-slew-margin-rel_pct = 88.2
tightest_slew_ns = 0.177
period_minus_slack_ns = 1.04

[grt]
overflow = 0
grt_pass1_vias = 2725
grt_start_max_net_pins = 17
grt_first_pass_wirelength_um = 17500
antenna_found_initial = 0
grt_use_total_pct = 8.97

[run]
maxCapViolations = 0
warnings = 27

[min_path]
min_path_type = "primary input to flip-flop"
## metal layers
layer | vias to the layer above | track usage, % | part of all wire (%)
li1 | 1207 | - | -
met1 | 1069 | 8.47 | 31
met4 | 0 | 1.53 | 1.8
met5 | - | 0 | 0
met3 | 9 | 5.78 | 13
met2 | 165 | 16.1 | 53
## final cells by class
class                 count  area, um2  area share, %
Clock buffer             18        429           6.36
Clock inverter           13        149           2.21
Sequential cell         165       3330           49.4
Tap cell                265        332           4.92
Timing Repair Buffer    330       2500           37.1
## layout by cell type (no fill, tap or decap)
| cell | n |
|---|---|
| clkinv_4 | 1 |
| clkdlybuf4s50_1 | 165 |
| bufinv_16 | 2 |
| buf_2 | 161 |
| clkinvlp_4 | 6 |
| buf_6 | 4 |
| dfxtp_1 | 142 |
| inv_6 | 4 |
| clkbuf_16 | 17 |
| dfxtp_2 | 23 |
| clkbuf_1 | 1 |
## metrics by stage
step	std cells	utilization (%)	TNS (ns)
floorplan	165	-	0
global placement	760	35.5	-0.179
detailed placement	760	35.5	-0.210
CTS	791	34.5	-7.13
global route	791	34.5	-9.77
finish	791	34.5	-1.69
## timing repair
| action | 4_1_cts | 5_1_grt |
|---|---|---|
| hold endpoints to repair | 0 | 0 |
| resized | 546 | 9 |
| endpoints found under the setup margin | 165 | 165 |
## cell usage after synthesis
cell type,number
dfxtp_1,165
## cells by family after synthesis
kind of cell  count (synthesis)  synth area share (%)
flip-flops                  165                   100
## path summary, 6_finish.rpt
check	from	to	slack, ns	cells past startpoint
worst min-delay path	pre_address_in[24]	pre_address[24]	0.22	1
worst max-delay path	opb_data[2]	opb_dataout[2]	-0.04	1
## power groups by stage
stage | sequential, uW | combinational (uW) | clock [uW]
final | 7010 | 938 | 6300
after global routing | 7040 | 1020 | 6810
after CTS | 7010 | 970 | 6540
Power is estimated from default activity; no workload was simulated.
